File: design/flow/design.v
module RemoteController (clk, rst, serial, tecla, ready);
input clk, rst, serial;
output reg [7:0] tecla;
output reg ready;
reg [15:0] custom;
reg [7:0] data, data_inv;
reg [5:0] cont;
wire cont_init, cont_custom, cont_data, cont_data_inv, cont_validate, cont_wait, cont_end, test_validate;
assign cont_init = (serial == 0 && cont == 0);
assign cont_custom = (cont >= 1 && cont <= 16);
assign cont_data = (cont >= 17 && cont <= 24);
assign cont_data_inv = (cont >= 25 && cont <= 32);
assign cont_validate = (cont == 33);
assign cont_wait = (cont >= 34 && cont <= 35);
assign cont_end = (cont >= 36);
assign test_validate = ((data + data_inv == 8'hFF) && (data <= 8'h1F && (data != 8'h0a && data != 8'h0b && data != 8'h0d && data != 8'h0e && data != 8'h15 && data != 8'h19 && data != 8'h1c && data != 8'h1d)));
always @ (posedge clk) begin
	if(rst == 0)
		begin
			ready <= 0;
			cont <= 0;
			tecla <= 8'hFF;
			custom <= 16'h0000;
			data <= 8'h00;
			data_inv <= 8'h00;
		end
	else
		begin
			if(cont_init) begin
				cont <= 1;
			end
		end
	if (cont_custom) begin
		custom <= (custom * 2) + serial;
		cont <= cont + 1;
	end
	else if (cont_data) begin
		data <= (data * 2) + serial;
		cont <= cont + 1;
	end
	else if (cont_data_inv) begin
		data_inv <= (data_inv * 2) + serial;
		cont <= cont + 1;
	end
	else if (cont_validate) begin
		if(test_validate) begin
			ready <= 1;
			tecla <= data;
		end
		cont <= cont + 1;
	end
	else if (cont_wait)
		cont <= cont + 1;
	else if (cont_end) begin
		cont <= 0;
		ready <= 0;
		tecla <= 8'hFF;
		custom <= 16'h0000;
		data <= 8'h00;
		data_inv <= 8'h00;
	end
end
endmodule
File: design/flow/run.sh
#!/bin/bash
# OpenROAD 26Q1-2900-gdf79404cd8, Yosys 0.63+post, stock flow scripts
make -C /OpenROAD-flow-scripts/flow DESIGN_CONFIG=/design/flow/config.mk WORK_HOME=/design/flow/orfs finish
File: design/flow/config.mk
export PLATFORM = sky130hd
export DESIGN_NAME = RemoteController
export DESIGN_NICKNAME = RemoteController
export VERILOG_FILES = /design/flow/design.v
export SDC_FILE = /design/flow/constraint.sdc
export NUM_CORES = 4
export LEC_CHECK = 1
export CORE_UTILIZATION = 40
File: design/flow/constraint.sdc
current_design RemoteController

set clk_period 4.1
set clk_io_pct 0.2

create_clock -name clk0 -period $clk_period [get_ports {clk}]

set non_clock_inputs [all_inputs -no_clocks]
set_input_delay [expr $clk_period * $clk_io_pct] -clock clk0 $non_clock_inputs
set_output_delay [expr $clk_period * $clk_io_pct] -clock clk0 [all_outputs]
==> metrics.log <==
[flow] collecting metrics
INFO  metric netlist_area = 1740 um2
INFO  metric crit_path_start = data[0]
INFO  metric wl_per_cell = 14.4 um
INFO  metric first_pass_iters = 4
INFO  metric synth.yosys.num_cells = 180
INFO  metric final_critical_path_setup_slack = 1.03 ns
INFO  metric worst_slew_margin_rel = 61.3%
INFO  metric postPlaceCellArea = 1880 um2
INFO  metric standard_cell_row_count = 23
INFO  metric synth-seq-area-share = 39.1%
INFO  metric combPwrFrac = 31.9%
INFO  metric die_height = 68.0 um
INFO  metric route.final.wire_length = 3510 um
INFO  metric core_util_final = 48.4%
INFO  metric num_vias = 1351
INFO  metric grt_start_max_net_pins = 14
INFO  metric post_cts_hold_buffer_count = 0
INFO  metric setup_total_negative_slack = 0 ns
INFO  metric clk_path_buf_depth = 2
INFO  metric cts_tree = yes
INFO  metric fin_skew = 0.00737 ns
INFO  metric power.clock.fraction = 26.7%
INFO  metric worst_margin_slew = 0.579 ns
INFO  metric largest_area_cell = sky130_fd_sc_hd__dfxtp_1
INFO  metric design_area = 1980 um2
INFO  metric final_max_slew_viol_count = 0
INFO  metric log.warning_count = 28
INFO  metric net-switching-power = 354 uW
INFO  metric post_synth.cell_area_avg = 9.68 um2
INFO  metric clk_transition_reported_paths = 0.07 ns
INFO  metric floorplan.io_pins = 12
INFO  metric power_density = 511 nW/um2
INFO  metric worst_r2r_endpoint = tecla[3]
INFO  metric first_pass_grt_wire_length = 5920 um
INFO  metric globalRouteOverflowTotal = 0
INFO  metric antenna_found_initial = 0
INFO  metric die-width = 68.0 um
INFO  metric finalHoldViolCount = 0
INFO  metric leakagePower = 0.000765 uW
INFO  metric clock.latency.late_pin = 0.28 ns
INFO  metric cp.required = 4.31 ns
INFO  metric cts.sinks = 31
INFO  metric fp-utilization = 42.7%
INFO  metric synthToLayoutAreaGrowth = 13.6%
INFO  metric setup_repair_after_global_routing_missed_its_margin = no
INFO  metric avgViaCountPerCell = 5.56
INFO  metric critical_path.endpoint_type = flop
INFO  metric timing.critical_path.to = tecla[3]
INFO  metric synth_flops = 31
INFO  metric remaining_drc_errors = 0
INFO  metric yosysWarningCount = 1
INFO  metric path_max_fanout = 7
INFO  metric finalCritPeriodShare = 74.8%
INFO  metric cell_int_power = 658 uW
INFO  metric maxClockFrequency = 326 MHz
INFO  metric worstHoldPathType = flop to flop
INFO  metric total_die_size = 4630 um2
INFO  metric detail-route-antenna-nets = 0
INFO  metric first_global_vias = 1221
INFO  metric worst_setup_path_start_kind = flop
INFO  metric cts.repair_timing.setup_buffer_count = 0
INFO  metric syn_inst = 180
INFO  metric setup_viol = 0
INFO  metric fin_crit = 3.07 ns
INFO  metric ctsHtreeMaxLevel = 2
INFO  metric ff2ff_setup_slack = 1.03 ns
INFO  metric vdd.ir_drop.worst = 0.292 mV
INFO  metric synth-area-yosys = 1740 um2
INFO  metric ys.flop_type = sky130_fd_sc_hd__dfxtp_1
INFO  metric drive_above_1_share = 9.84%
INFO  metric top_cells_by_area = sky130_fd_sc_hd__dfxtp_1 29%, sky130_fd_sc_hd__edfxtp_1 10%, sky130_fd_sc_hd__a22o_1 8.0%
INFO  metric layout.area.comb = 982 um2
INFO  metric grt.total_usage = 17.4%
INFO  metric sw_frac_of_total = 35.0%
INFO  metric antenna_cells = 0
INFO  metric enable_flop_cells = 6
INFO  metric seqPwrFrac = 41.4%
INFO  metric r2r-start = data[0]
INFO  metric filler_cell_count = 365
INFO  metric portBuffers = 11
INFO  metric synthArstFlopShare = 0%
INFO  metric number_of_resized_instances_in_the_post_cts_repair_step = 0
INFO  metric critical_path_class = flop to flop
INFO  metric path_depth_of_the_worst_reg2reg_path = 10
INFO  metric root_buffer = sky130_fd_sc_hd__clkbuf_8
INFO  metric register_area = 681 um2
INFO  metric yosys.cell_types.count = 45
INFO  metric top_cell_area_share = 28.7%
INFO  metric gpl.final_weighted_congestion = 0.860
INFO  metric placeableCoreArea = 4090 um2
INFO  metric cts_bufs_inserted = 5
INFO  metric drv.max_cap_violation_count = 0
INFO  metric result_of_the_run = finished, final reports clean
INFO  metric drt_iter0_markers = 55
INFO  metric detailedPlacementHpwl = 2530 um
INFO  metric dpl_worst_slack = 1.02 ns
INFO  metric cp_data_arrival_time = 3.28 ns
[how the worst min path moves through the flow]
stage	cells past startpoint	to	from
global route	2	tecla[2]	tecla[2]
finish	2	ready	ready
CTS	2	ready	ready
[worst max-delay path: stages (launching register included)]
cell and delay, ns:
sky130_fd_sc_hd__dfxtp_1 0.45, sky130_fd_sc_hd__ha_1 0.21, sky130_fd_sc_hd__inv_1 0.05, sky130_fd_sc_hd__fa_1 0.42, sky130_fd_sc_hd__nor4_1 0.31, sky130_fd_sc_hd__nand4_1 0.12
sky130_fd_sc_hd__a2111oi_0 0.49, sky130_fd_sc_hd__nand3_1 0.15, sky130_fd_sc_hd__nor3_1 0.31, sky130_fd_sc_hd__o21ai_0 0.25, sky130_fd_sc_hd__a31oi_1 0.23
[cells by family (layout without fill, tap and decap cells)]
group / Yosys count / in the layout / synth area share, %
adders and majority gates: 12 / 12 / 9.05
muxes: 2 / 2 / 1.22
DFF: 31 / 31 / 39.1
and+or+nand+nor: 57 / 57 / 19.1
xor gates and xnor gates: 7 / 7 / 3.52
AOI/OAI and AO/OA: 54 / 54 / 23.5
buffers and inverters: 17 / 30 / 4.59
[per-layer routing]
layer	track usage (%)	up-vias	part of all wire, %
met2	24.6	23	42
met5	0	-	0
met4	2.08	0	1.4
met3	2.70	6	2.9
met1	29.3	634	54
li1	-	688	-
[stage by stage]
stage	instances	hold WS, ns	total power, uW
6_report	243	0.483	1010
2_1_floorplan	180	0.431	697
3_5_place_dp	235	0.465	748
5_1_grt	243	0.499	1080
4_1_cts	243	0.484	1020
3_3_place_gp	235	0.458	740
[flip-flops by register name, indices dropped and copies added (netlist names)]
signal,flops
data,8
data_inv,8
tecla,8
cont,6
ready,1
[cell usage in the layout (no fill, tap or decap), types with 2 or more instances in the layout]
master,n
sky130_fd_sc_hd__a22o_1,16
sky130_fd_sc_hd__a32o_1,2
sky130_fd_sc_hd__inv_1,11
sky130_fd_sc_hd__nand3_1,5
sky130_fd_sc_hd__a21o_1,5
sky130_fd_sc_hd__nor3_1,6
sky130_fd_sc_hd__or2_4,2
sky130_fd_sc_hd__nand2b_1,4
sky130_fd_sc_hd__a21oi_1,9
sky130_fd_sc_hd__a31oi_1,5
sky130_fd_sc_hd__clkbuf_8,7
sky130_fd_sc_hd__xnor2_1,3
sky130_fd_sc_hd__nor2_1,11
sky130_fd_sc_hd__ha_1,11
sky130_fd_sc_hd__edfxtp_1,6
sky130_fd_sc_hd__o21ai_1,2
sky130_fd_sc_hd__clkdlybuf4s50_1,11
sky130_fd_sc_hd__nand4_1,4
sky130_fd_sc_hd__or3_1,3
sky130_fd_sc_hd__nor3_2,2
sky130_fd_sc_hd__o21a_1,2
sky130_fd_sc_hd__nand2_1,8
sky130_fd_sc_hd__xor2_1,4
sky130_fd_sc_hd__o21ai_0,5
sky130_fd_sc_hd__dfxtp_1,25
sky130_fd_sc_hd__o21bai_1,2
sky130_fd_sc_hd__nor2b_1,4
[layout make-up]
type | count | area share (%)
Clock buffer | 7 | 4.87
Clock inverter | 1 | 0.316
Inverter | 11 | 2.09
Multi-Input combinational cell | 132 | 49.6
Sequential cell | 31 | 34.4
Tap cell | 50 | 3.16
Timing Repair Buffer | 11 | 5.56
[synthesized netlist by cell type, drive strengths merged, types with 2 or more instances]
library cell / instances
a21o: 5
a21oi: 10
a22o: 16
a31oi: 5
a32o: 2
and2: 2
buf: 3
clkbuf: 3
dfxtp: 25
edfxtp: 6
ha: 11
inv: 11
nand2: 8
nand2b: 4
nand3: 5
nand4: 4
nor2: 12
nor2b: 4
nor3: 8
o21a: 2
o21ai: 7
o21bai: 2
or2: 2
or3: 4
or3b: 2
xnor2: 3
xor2: 4
[power by group through the flow]
stage         sequential, uW  combinational, uW  clock (uW)
finish                   419                323         270
global route             427                360         292
CTS                      419                324         276
No activity file was given, so power comes from the tool's default toggle rates.
