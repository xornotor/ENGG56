==> ./design.v <==
module FSM_Control (start, clk, rst_in, ready, u, v, x, y, act_mac, rd_en, address, rst_out);
input start, clk, rst_in;
output reg ready, act_mac, rd_en, rst_out;
output reg [2:0] u, v, x, y;
output reg [5:0] address;
reg u_zero, u_inc;
reg v_zero, v_inc;
reg x_zero, x_inc;
reg y_zero, y_inc;
reg address_zero, address_inc;
reg [3:0] EstadoAtual, ProxEstado;
parameter 	Inicio = 4'b0000,
				ResetInit = 4'b0001,
				TiraResetInit = 4'b0010,
				AtivaRden = 4'b0011,
				WaitRden = 4'b0100,
				AtivaMac = 4'b0101,
				DesativaMac = 4'b0110,
				DesativaRden = 4'b0111,
				Inc_UV_Addr = 4'b1000,
				Wait_UV_Addr = 4'b1001,
				AtivaReady = 4'b1010,
				DesativaReady = 4'b1011,
				Compara_XY = 4'b1100,
				Inc_XY = 4'b1101;
always @ (EstadoAtual or start or u or v or x or y) begin
	case (EstadoAtual)
		Inicio: begin
			if (start == 1)
				ProxEstado = ResetInit;
			else
				ProxEstado = Inicio;
		end
		ResetInit: ProxEstado = TiraResetInit;
		TiraResetInit: ProxEstado = AtivaRden;
		AtivaRden: ProxEstado = WaitRden;
		WaitRden: ProxEstado = AtivaMac;
		AtivaMac: ProxEstado = DesativaMac;
		DesativaMac: ProxEstado = DesativaRden;
		DesativaRden: begin
			if(u == 7 && v == 7)
				ProxEstado = AtivaReady;
			else
				ProxEstado = Inc_UV_Addr;
		end
		AtivaReady: ProxEstado = DesativaReady;
		DesativaReady: ProxEstado = Compara_XY;
		Inc_UV_Addr: ProxEstado = Wait_UV_Addr;
		Wait_UV_Addr: ProxEstado = AtivaRden;
		Compara_XY: begin
			if(x == 7 && y == 7)
				ProxEstado = Inicio;
			else
				ProxEstado = Inc_XY;
		end
		Inc_XY: ProxEstado = ResetInit;
		default: ProxEstado = Inicio;
	endcase
end
always @ (negedge clk or negedge rst_in) begin
	if(rst_in == 0)
		EstadoAtual <= Inicio;
	else
		EstadoAtual <= ProxEstado;
end
always @ (EstadoAtual) begin
	if(EstadoAtual == AtivaMac)
		act_mac = 1;
	else
		act_mac = 0;
	if(EstadoAtual == AtivaReady)
		ready = 1;
	else
		ready = 0;
	if(EstadoAtual == Inicio || EstadoAtual == ResetInit)
		rst_out = 0;
	else
		rst_out = 1;
	if(EstadoAtual == AtivaRden || EstadoAtual == WaitRden || EstadoAtual == AtivaMac || EstadoAtual == DesativaMac)
		rd_en = 1;
	else
		rd_en = 0;
end
always @ (EstadoAtual) begin
	if (EstadoAtual == Inicio || EstadoAtual == AtivaReady)
		u_zero = 1'b1;
	else
		u_zero = 1'b0;
	if (EstadoAtual == Inicio || EstadoAtual == AtivaReady || (EstadoAtual == Inc_UV_Addr && v == 7))
		v_zero = 1'b1;
	else
		v_zero = 1'b0;
	if (EstadoAtual == Inicio || (EstadoAtual == Inc_XY && x == 7))
		x_zero = 1'b1;
	else
		x_zero = 1'b0;
	if (EstadoAtual == Inicio)
		y_zero = 1'b1;
	else
		y_zero = 1'b0;
	if (EstadoAtual == Inicio || EstadoAtual == AtivaReady)
		address_zero = 1'b1;
	else
		address_zero = 1'b0;
	if (EstadoAtual == Inc_UV_Addr && v == 7)
		u_inc = 1'b1;
	else
		u_inc = 1'b0;
	if (EstadoAtual == Inc_UV_Addr && v != 7)
		v_inc = 1'b1;
	else
		v_inc = 1'b0;
	if (EstadoAtual == Inc_XY && x != 7)
		x_inc = 1'b1;
	else
		x_inc = 1'b0;
	if (EstadoAtual == Inc_XY && x == 7)
		y_inc = 1'b1;
	else
		y_inc = 1'b0;
	if (EstadoAtual == Inc_UV_Addr)
		address_inc = 1'b1;
	else
		address_inc = 1'b0;
end
always @ (negedge clk) begin
	if (x_zero) x <= 0;
	if (x_inc) x <= x + 1;
	if (y_zero) y <= 0;
	if (y_inc) y <= y + 1;
	if (u_zero) u <= 0;
	if (u_inc) u <= u + 1;
	if (v_zero) v <= 0;
	if (v_inc) v <= v + 1;
	if (address_zero) address <= 0;
	if (address_inc) address <= address + 1;
end
endmodule
==> ./run.sh <==
#!/bin/bash
# OpenROAD 26Q1-2900-gdf79404cd8, Yosys 0.63+post, stock flow scripts
make -C /OpenROAD-flow-scripts/flow DESIGN_CONFIG=/design/flow/config.mk WORK_HOME=/design/flow/orfs finish
==> ./config.mk <==
export PLATFORM = sky130hd
export DESIGN_NAME = FSM_Control
export DESIGN_NICKNAME = FSM_Control
export VERILOG_FILES = /design/flow/design.v
export SDC_FILE = /design/flow/constraint.sdc
export NUM_CORES = 4
export LEC_CHECK = 1
export CORE_AREA = 10 10 108 108
export DIE_AREA = 0 0 118 118
==> ./constraint.sdc <==
current_design FSM_Control

set clk_period 1.4
set clk_io_pct 0.2

create_clock -name clk0 -period $clk_period [get_ports {clk}]

set non_clock_inputs [all_inputs -no_clocks]
set_input_delay [expr $clk_period * $clk_io_pct] -clock clk0 $non_clock_inputs
set_output_delay [expr $clk_period * $clk_io_pct] -clock clk0 [all_outputs]
==> summary.txt <==
Reports from this run.

- The flow ran to the end, but the final reports show violations.
- The checks that failed: negative setup slack.
- The worst hold slack after final layout is 0.296 ns.
- The insertion delay to the later sink of the worst-skew pair reads 0.35 ns.
- The first global-routing pass estimated 5020 um of wire.
- The via count of the first global-routing pass is 1033.
- The number of different library cells in the post-synthesis netlist reads 24.
- The layer carrying the most global-route usage reads met2.
- The floorplan has 35 rows.
- The number of search-and-repair iterations in the first detailed-routing pass reads 4.
- The die is 118 um wide.
- In the global route stage, met3 resource usage came out at 1.85%.
- The count of instantiated cells in the yosys netlist is 87.
- The number of antenna violations at the first check in global routing was 0.
- The path type of the worst setup path is reg2out.
- The top flip-flop cell by instance count after synthesis reads sky130_fd_sc_hd__edfxtp_1.
- The global route total overflow reads 0.
- The TritonCTS clock tree reads yes.
- The share of layout cells above drive strength 1 is 47.9%.
- The total wire length is 3040 um.
- The number of filler instances in the final layout is 1013.
- The post-synth area from yosys stat reads 1280 um^2.
- The synthesis run shows the most used standard cells to be 18 x sky130_fd_sc_hd__edfxtp_1, 13 x sky130_fd_sc_hd__dfrtn_1, 9 x sky130_fd_sc_hd__ha_1.
- The power per cell area is 1000 nW/um^2.
- The critical register-to-register path startpoint is x[1]$_SDFFCE_NN0P_.
- The startpoint type of the worst setup path reads a flip-flop.
- The total die size is 13900 um^2.
- The critical path arrival is 1.95 ns.
- The area taken by flip-flops and latches is 892 um^2.
- Summing every instance area after synthesis gives 1280 um^2.
- The sink count of the clock tree is 32.
- The worst supply voltage drop on vdd is 0.290 mV.
- The logic area is 493 um^2.
- The cell taking the most area after synthesis is sky130_fd_sc_hd__edfxtp_1.
- The data required time of the critical path is 1.12 ns.
- The share of flip-flops with an asynchronous set or reset is 43.8%.
- Warnings reported by Yosys during synthesis add up to 1.
- The final hold violation count recorded for this run is 0.
- In this run the worst hold path is classified as reg2reg.
- The largest net degree at the start of global routing reads 13.
- Note, the detailed placer reported a final HPWL of 2200 um.
- The initial standard-cell utilization of the core reads 13.8%.
- Synthesis inferred 32 register bits.
- Setup violations remaining at the end of the flow were counted as 22.
- The largest fanout on the critical path is 2.
- The worst pin sits at a relative slew slack of 81.6%.
- The number of maximum-capacitance violations reads 0.
- The most used standard cell by instance count after synthesis is sky130_fd_sc_hd__edfxtp_1.
- The antenna violation net count after detailed routing is 0.
- The worst hold path begins at EstadoAtual[12]$_DFF_NN0_.
- The number of antenna diodes reads 0.
- The routed design shows a wire length per standard cell of 10.2 um.
- The number of pins exceeding their max-slew limit in the final report reads 0.
- By area the synthesized netlist is led by sky130_fd_sc_hd__edfxtp_1 42%, sky130_fd_sc_hd__dfrtn_1 25%, sky130_fd_sc_hd__ha_1 8.8%, sky130_fd_sc_hd__and3b_1 2.7%, sky130_fd_sc_hd__and3_1 2.4%.
- The pin closest to its max-slew limit shows a slew of 0.275 ns.
- Hold analysis lists the worst path endpoint as EstadoAtual[3]$_DFF_NN0_.
- In this run the tools logged warnings totalling 47.
- The via count reads 959.
- The clock transition time at the flip-flop clock pins of the worst setup and hold paths is 0.05 ns.
- The leakage power total is 1.01 nW.
- The total global routing track utilization reads 4.35%.
- The met1 track utilization from global routing is 5.46%.
- Setup slack on the worst reg-to-reg path comes out at 0.01 ns.
- The mean cell area of the mapped netlist reads 14.8 um^2.
- The hold path depth reads 0.
- The global-route met2 utilization reads 6.47%.
- The number of buffers inserted during clock tree synthesis is 5.
- The area of the core region reads 9280 um^2.
- The slack of the critical path is -0.833 ns.
- The worst setup slack before clock tree synthesis is -0.834 ns.
- The tree is rooted in a sky130_fd_sc_hd__clkbuf_8.
- STA classifies the critical path endpoint as an output port.
- The post-synthesis to final-layout area growth is 66.4%.
- In this run the deepest clock path goes through 2 buffers.
- The capture point of the worst register-to-register path is recorded as x[2]$_SDFFCE_NN0P_.
- The quantity of I/O buffers inserted on ports reads 24.
- For this design the top-level I/O count stands at 25.
- The number of remaining DRC errors reads 0.
- The number of synthesized flops with an enable pin is 18.
- The count of mapped cells out of synthesis is 87.
- The depth of the most critical reg-to-reg path is 5.
- Setup repair after global routing could not meet its margin everywhere.
- The via density per instance is 3.22.
- The floorplan die height is 118 um.
- The area fraction of the dominant cell type after synthesis reads 42.1%.
- RePlAce ended its routability-driven mode at a weighted congestion of 0.748.
- Of the synthesized area, sequential elements account for 69.4%.
- Per the log, the first TritonRoute iteration ended with a DRC count of 45.
- The maximum level of the CTS H-tree reads 2.
- The final clock skew reads 0.0616 ns.
-- power by group --
part	internal (W)	leakage, nW	switching (W)
clock network	0.000602	0.153	0.000479
logic	0.0000313	0.502	0.0000210
registers	0.00101	0.354	0.00000482
total	0.00164	1.01	0.000505
-- kinds of logic after synthesis --
| logic type | synth area share (%) |
|---|---|
| compound gates | 2.53 |
| xor+xnor | 2.05 |
| fa+ha+maj | 8.76 |
| buf+inv | 0.876 |
| flops | 69.4 |
| simple gates | 16.4 |
-- worst max-delay path by stage --
| stage | from | end | slack, ns | cells past startpoint |
|---|---|---|---|---|
| after CTS | EstadoAtual[2]$_DFF_NN0_ | rd_en | -0.85 | 2 |
| after global routing | EstadoAtual[2]$_DFF_NN0_ | rd_en | -0.91 | 2 |
| final | EstadoAtual[2]$_DFF_NN0_ | rd_en | -0.83 | 2 |
-- per-layer routing --
layer / vias to the layer above / part of all wire, %
met1: 449 / 45
met4: 0 / 2.8
met3: 9 / 7.0
li1: 473 / -
met5: - / 0
met2: 28 / 45
-- worst max-delay path, stage by stage (launching register included) --
cell and delay [ns]:
sky130_fd_sc_hd__dfrtn_1 0.33, sky130_fd_sc_hd__or4_1 0.50, sky130_fd_sc_hd__buf_2 0.12
-- sequential cells by signal, summed over array words and instances (netlist names) --
| signal | cells |
|---|---|
| u | 3 |
| x | 3 |
| EstadoAtual | 14 |
| v | 3 |
| address | 6 |
| y | 3 |
-- cell usage in the layout (no fill, tap or decap), types with 5 or more instances in the layout --
cell type                  instances
sky130_fd_sc_hd__buf_2            21
sky130_fd_sc_hd__buf_4            29
sky130_fd_sc_hd__clkbuf_8          5
sky130_fd_sc_hd__dfrtn_1          13
sky130_fd_sc_hd__edfxtp_1         18
sky130_fd_sc_hd__ha_4              5
sky130_fd_sc_hd__inv_1            20
-- what timing repair did --
item,in CTS,in global routing
cloned,0,0
pin swaps,5,5
buffers inserted,9,2
gates resized,85,13
setup endpoints to repair,35,31
hold buffers,0,0
-- cell type report --
class,instances,area share [%]
Clock buffer,6,3.39
Inverter,1,0.176
Sequential cell,32,41.7
Clock inverter,21,5.09
Timing Repair Buffer,57,19.0
Multi-Input combinational cell,52,23.1
Tap cell,129,7.55
-- stage by stage --
step / instance area [um^2] / setup TNS [ns] / util [%] / cells / total power, W
2_1_floorplan: 1280 / -0.494 / - / 87 / 0.00112
3_3_place_gp: 1900 / -10.85 / 20.4 / 266 / 0.00116
3_5_place_dp: 1900 / -11.12 / 20.4 / 266 / 0.00117
4_1_cts: 2080 / -10.39 / 22.4 / 298 / 0.00218
5_1_grt: 2140 / -11.25 / 23.0 / 298 / 0.00228
6_report: 2140 / -10.00 / 23.0 / 298 / 0.00215
Power and IR drop assume default switching activity.
