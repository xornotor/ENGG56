[flow/run.sh]
#!/bin/bash
# OpenROAD 26Q1-2900-gdf79404cd8, Yosys 0.63+post, stock flow scripts
make -C /OpenROAD-flow-scripts/flow DESIGN_CONFIG=/design/flow/config.mk WORK_HOME=/design/flow/orfs finish
[flow/design.v]
module Acumulador (clk, in, load, clear, transf, out);
input clk, load, transf, clear;
input [15:0] in;
reg [15:0] r_in;
output reg [15:0] out;
always @ (negedge clk) begin
	if(load == 1)
		r_in <= in;
	else
		r_in <= r_in;
end
always @ (negedge clk or negedge clear) begin
	if(clear == 0)
		out <= 0;
	else if(transf == 1)
		out <= out + r_in;		
	else
		out <= out;	
end
endmodule
module FSM (clk, reset, address, rden, wren, load, clear, transf, ready);
input clk, reset;
output reg [4:0] address;
output reg rden, wren, load, clear, transf, ready;
reg address_inc, address_zero;
reg [4:0] EstadoAtual, ProxEstado;
parameter	Inicio = 5'b00000,
				ResetInit = 5'b00001,
				TiraResetInit = 5'b00010,
				AtivaRden = 5'b00011,
				WaitRden = 5'b00100,
				AtivaLoad = 5'b00101,
				DesativaLoad = 5'b00110,
				DesativaRden = 5'b00111,
				AtivaTransf = 5'b01000,
				DesativaTransf = 5'b01001,
				IncAddress = 5'b01010,
				WaitAddress = 5'b01011,
				ConfereAddress = 5'b01100,
				AtivaWren = 5'b01101,
				DesativaWren = 5'b01110,
				AtivaReady = 5'b01111,
				DesativaReady = 5'b10000;
always @ (EstadoAtual) begin
	case (EstadoAtual)
		Inicio: ProxEstado = ResetInit;
		ResetInit: ProxEstado = TiraResetInit;
		TiraResetInit: ProxEstado = AtivaRden;
		AtivaRden: ProxEstado = WaitRden;
		WaitRden: ProxEstado = AtivaLoad;
		AtivaLoad: ProxEstado = DesativaLoad;
		DesativaLoad: ProxEstado = DesativaRden;
		DesativaRden: ProxEstado = AtivaTransf;
		AtivaTransf: ProxEstado = DesativaTransf;
		DesativaTransf: ProxEstado = IncAddress;
		IncAddress: ProxEstado = WaitAddress;
		WaitAddress: ProxEstado = ConfereAddress;
		ConfereAddress: begin
			if(address == 7 || address == 15 || address == 23 || address == 31)
				ProxEstado = AtivaWren;
			else if(address == 0 || address == 8 || address == 16 || address == 24)
				ProxEstado = ResetInit;
			else
				ProxEstado = AtivaRden;
		end
		AtivaWren: ProxEstado = DesativaWren;
		DesativaWren: begin
			if(address >= 31)
				ProxEstado = AtivaReady;
			else
				ProxEstado = IncAddress;
		end
		AtivaReady: ProxEstado = DesativaReady;
		DesativaReady: ProxEstado = ResetInit;	
		default: ProxEstado = Inicio;
		endcase
end
always @ (negedge clk or negedge reset) begin
	if(reset == 0)
		EstadoAtual <= Inicio;
	else
		EstadoAtual <= ProxEstado;
end
always @ (EstadoAtual) begin
	if(EstadoAtual == AtivaRden || EstadoAtual == WaitRden || EstadoAtual == AtivaLoad || EstadoAtual == DesativaLoad)
		rden = 1'b1;
	else
		rden = 1'b0;
	if(EstadoAtual == AtivaLoad)
		load = 1'b1;
	else
		load = 1'b0;
	if(EstadoAtual == AtivaWren)
		wren = 1'b1;
	else
		wren = 1'b0;
	if(EstadoAtual == Inicio || EstadoAtual == ResetInit)
		clear = 1'b0;
	else
		clear = 1'b1;
	if(EstadoAtual == AtivaTransf)
		transf = 1'b1;
	else
		transf = 1'b0;
	if(EstadoAtual == AtivaReady)
		ready = 1'b1;
	else
		ready = 1'b0;
	if(EstadoAtual == Inicio || EstadoAtual == AtivaReady)
		address_zero = 1'b1;
	else
		address_zero = 1'b0;
	if(EstadoAtual == IncAddress)
		address_inc = 1'b1;
	else
		address_inc = 1'b0;
end
always @ (negedge clk) begin
	if(address_zero) address <= 0;
	if(address_inc) address <= address + 1;
end
endmodule
module TOP (clk, reset, ready, address, rden, wren, datain, dataout);
input [15:0] datain;
input clk, reset;
output [15:0] dataout;
output [4:0] address;
output rden, wren, ready;
wire load, clear, transf;
Acumulador acc(clk, datain, load, clear, transf, dataout);
FSM fsm(clk, reset, address, rden, wren, load, clear, transf, ready);
endmodule 
[flow/config.mk]
export PLATFORM = sky130hd
export DESIGN_NAME = TOP
export DESIGN_NICKNAME = TOP
export VERILOG_FILES = /design/flow/design.v
export SDC_FILE = /design/flow/constraint.sdc
export NUM_CORES = 4
export LEC_CHECK = 1
export CORE_UTILIZATION = 30
[flow/constraint.sdc]
current_design TOP

set clk_period 2.5
set clk_io_pct 0.2

create_clock -name clk0 -period $clk_period [get_ports {clk}]

set non_clock_inputs [all_inputs -no_clocks]
set_input_delay [expr $clk_period * $clk_io_pct] -clock clk0 $non_clock_inputs
set_output_delay [expr $clk_period * $clk_io_pct] -clock clk0 [all_outputs]
==> flow_summary.json <==
{
  "hold_viol": 0,
  "crit_path_max_fanout": 2,
  "crit_slowest_cell": "sky130_fd_sc_hd__or4_1",
  "n_fill_cell": 798,
  "crit_path_start_kind": "flip-flop",
  "globalRouteTotalUtil": 0.1223,
  "layout-drive-gt1-share": 0.3311,
  "post_dr_vias_cell": 4.522,
  "placedCellCount": 373,
  "vias": 1854,
  "hold_ws_ps": 213.0,
  "dp_hpwl_um": 3647,
  "net-switching-power_uw": 1749,
  "maxSlewViolCount": 0,
  "outcome": "finished with violations",
  "setup_slack_of_the_worst_register_to_register_path_ps": 50,
  "ys_cells": 203,
  "power.sequential.fraction": 0.310,
  "timing.clock.skew_ps": 67.42,
  "flop_area_um2": 1458,
  "clockBufferDepth": 2,
  "grt_first_pass_wirelength_um": 8314,
  "grt_overflow": 0,
  "crit_arrival_ps": 2560,
  "gp_congestion": 0.8484,
  "async_reset_ff_frac": 0.6111,
  "finalSetupViolCount": 24,
  "swShare": 0.3624,
  "insertion_delay_ps": 380,
  "violated_checks": "setup timing",
  "mappedNetlistArea_um2": 2638,
  "r2r.worst_path.cells": 10,
  "syn_inst": 203,
  "grt_start_max_net_pins": 20,
  "clock_sink_count": 54,
  "max_stage_delay_ps": 520,
  "min_path_type": "reg2async",
  "powerDensity_nw_per_um2": 1371,
  "n_antenna_cell": 0,
  "core_density_at_floorplan": 0.3147,
  "vertical_extent_of_the_die_um": 95.77,
  "tool_warnings": 52,
  "synth-warning-count": 2,
  "floorplan.die.width_um": 95.77,
  "final-comb-area_um2": 1142,
  "ant_nets": 0,
  "cts-buffers-inserted": 5,
  "required_time_at_the_worst_slack_endpoint_ps": 2000,
  "worst_slack_ps": -555.1,
  "placement.io_buffers": 41,
  "synth.lib_cells_used.distinct": 49,
  "first_global_vias": 1765,
  "crit_path_end_kind": "output port",
  "antenna_violations_before_repair": 0,
  "dieArea_um2": 9171,
  "start_to_end_type_of_the_worst_setup_path": "reg2out",
  "synth-edff-count": 21,
  "power.share.clock": 0.139,
  "detail_route.wl_per_cell_um": 12.05,
  "crit_path_cell_trace": "or4_1 > buf_2",
  "final_core_util": 0.4199,
  "worstReg2RegStart": "acc.out[0]",
  "reported_leakage_power_uw": 0.001657,
  "finalNonFillerCells": 410,
  "grt_setup_unrepaired": "true",
  "drt_iter0_markers": 50,
  "top_level_ports": 42,
  "yosys.stat.chipArea_um2": 2638,
  "most_instantiated_logic_cells_after_routing": "sky130_fd_sc_hd__buf_4, sky130_fd_sc_hd__dfrtn_1, sky130_fd_sc_hd__inv_1, sky130_fd_sc_hd__buf_2, sky130_fd_sc_hd__edfxtp_1",
  "cts-root-buf": "sky130_fd_sc_hd__clkbuf_8",
  "cts_tree": "built",
  "p_int_uw": 3077,
  "core_area_um2": 8382,
  "power.share.combinational": 0.551,
  "area_delta_synth_final_pct": 33.44,
  "ff_type": "sky130_fd_sc_hd__dfrtn_1",
  "htree_levels": 2,
  "detail_route.first_pass.iterations": 4,
  "avgSynthCellArea_um2": 12.99,
  "core.rowCount": 33,
  "yosys.stat.seqShare": 0.5527,
  "reg2reg_to": "acc.out[12]",
  "leading_cell_type_in_the_layout_fill_and_taps_excluded": "sky130_fd_sc_hd__buf_4",
  "ys_ff": 54,
  "worstSetupStartpoint": "fsm.EstadoAtual[11]",
  "maxCapViolations": 0,
  "drc_errors": 0,
  "vdd_ir_drop_max_uv": 488.7,
  "clk_pin_slew_ps": 80,
  "pre_cts_ws_ps": -487.6,
  "wl_um": 4941
}
## logic make-up (layout without fill, tap and decap cells)
kind of cell / after synthesis / after routing / share of synthesized area
flip-flops: 54 / 54 / 0.5527
AND-OR/OR-AND: 43 / 43 / 0.1286
AND/OR/NAND/NOR: 42 / 42 / 0.08539
adder cells (fa/ha/maj): 20 / 20 / 0.09772
XOR/XNOR: 15 / 15 / 0.04981
buffers and inverters: 15 / 117 / 0.02751
multiplexers: 13 / 13 / 0.05692
other: 1 / 1 / 0.001422
## metrics by stage
step / cell area [µm²] / TNS [ps] / power [µW]
after global routing: 3520 / -3771 / 5290
final: 3520 / -2589 / 4827
after global placement: 3362 / -2961 / 4223
after CTS: 3462 / -2918 / 4787
after floorplan: 2638 / -179.4 / 3263
after detailed placement: 3362 / -2913 / 4247
## synth_stat cells (3+ instances only)
cell	n	area [µm²]
sky130_fd_sc_hd__dfrtn_1	32	800.8
sky130_fd_sc_hd__edfxtp_1	21	630.6
sky130_fd_sc_hd__ha_1	19	237.7
sky130_fd_sc_hd__mux2_2	12	135.1
sky130_fd_sc_hd__inv_1	10	37.54
sky130_fd_sc_hd__xnor2_1	10	87.58
sky130_fd_sc_hd__a21oi_1	9	45.04
sky130_fd_sc_hd__a21o_1	7	52.55
sky130_fd_sc_hd__nand2_1	7	26.28
sky130_fd_sc_hd__nor2_1	7	26.28
sky130_fd_sc_hd__nor2b_1	7	43.79
sky130_fd_sc_hd__xor2_1	5	43.79
sky130_fd_sc_hd__a21oi_2	4	35.03
sky130_fd_sc_hd__and2_1	4	25.02
sky130_fd_sc_hd__nand3_1	4	20.02
sky130_fd_sc_hd__and3_1	3	18.77
sky130_fd_sc_hd__nand4_1	3	18.77
sky130_fd_sc_hd__o21ai_1	3	15.01
## area by class of cell
type                            count  area share
Clock buffer                        5     0.01955
Clock inverter                     25     0.03235
Inverter                            9    0.009598
Multi-Input combinational cell    134      0.3246
Sequential cell                    54      0.4141
Tap cell                          105     0.03733
Timing Repair Buffer               78      0.1625
## state kept, by name, indices dropped and copies added (netlist names)
signal	cells
acc.out	16
acc.r_in	16
fsm.EstadoAtual	17
fsm.address	5
## worst max-delay path: cells and delay by family (launching register included)
kind,cells,cell delay (ps)
DFF,1,350
and+or+nand+nor,1,520
buffers and inverters,1,120
## power by group through the flow
stage | Clock (µW) | Sequential (µW) | Combinational (µW)
global route | 760 | 1540 | 2990
finish | 671 | 1500 | 2660
CTS | 696 | 1510 | 2590
## per-layer routing
metal,up-vias,wire length [µm],global-route usage
li1,937,-,-
met1,881,2438,0.2033
met2,32,2259,0.1792
met3,4,215,0.02811
met4,0,27,0.008706
met5,-,0,0
## what timing repair did
action / in CTS / in global routing
hold endpoints to repair: 0 / 0
setup buffers: 5 / 3
resized: 74 / 8
endpoints found under the setup margin: 26 / 28
pin swaps: 4 / 8
hold buffers: 0 / 0
## worst max-delay path by stage
stage | cells after the start | slack, ps | end
CTS | 2 | -570 | rden
global route | 2 | -590 | rden
finish | 2 | -560 | rden
No activity file was given, so power comes from the tool's default toggle rates.
